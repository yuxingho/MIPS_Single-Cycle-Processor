===== ./run.sh =====
#!/bin/bash
# OpenROAD 26Q1-2900-gdf79404cd8, Yosys 0.63+post, stock flow scripts
make -C /OpenROAD-flow-scripts/flow DESIGN_CONFIG=/design/flow/config.mk WORK_HOME=/design/flow/orfs finish

===== ./config.mk =====
export PLATFORM = sky130hd
export DESIGN_NAME = ALU
export DESIGN_NICKNAME = ALU
export VERILOG_FILES = /design/flow/design.v
export SDC_FILE = /design/flow/constraint.sdc
export NUM_CORES = 4
export LEC_CHECK = 1
export CORE_UTILIZATION = 30
export SYNTH_HDL_FRONTEND = slang

===== ./constraint.sdc =====
current_design ALU

set clk_period 21.0
set clk_io_pct 0.2

create_clock -name clk0 -period $clk_period

set non_clock_inputs [all_inputs -no_clocks]
set_input_delay [expr $clk_period * $clk_io_pct] -clock clk0 $non_clock_inputs
set_output_delay [expr $clk_period * $clk_io_pct] -clock clk0 [all_outputs]

===== ./design.v =====
module ALU(A, B, ALUCtrl, Zero, ALUResult);
input [31:0] A, B;
input [3:0] ALUCtrl;
output Zero;
output [31:0] ALUResult;
reg [31:0] ALUResult;
always @(A or B or ALUCtrl) begin
	case(ALUCtrl)
		4'b0000: ALUResult = A & B;
		4'b0001: ALUResult = A | B;
		4'b0010: ALUResult = A + B;
		4'b0110: ALUResult = A - B;
		4'b0111: ALUResult = (A<B)? 1 : 0;
		default: ALUResult = 32'd0;
	endcase
end
assign Zero = !(ALUResult == 32'd0);
endmodule

==> qor.txt <==
Status = completed
Max Cap Viol = 0
I/O pin count = 101
Cell Area, Synth = 0.00522 sq mm
Kind of critical path = in -> out
Critical Path AT = 8.71 ns
CTS resizes = 0
Vias = 6157
Fp_density = 0.311
Max-area cell share = 0.245
GRT Resource Usage Total = 0.226
Die Ht = 134 microns
Cts hold-fix bufs = 0
Tool warnings = 102
Number of global-route vias before repair = 5819
Worst Setup Start Kind = input port
YS chip area = 0.00522 sq mm
Post-synthesis cell count from yosys = 806
F_max = 0.0775 GHz
Fin. max-slew vios = 0
Largest net degree at the start of global routing = 53
Yosys top cell by area = ha_1
Setup TNS = 0 ns
Congestion Overflow GR = 0
CP cell instances = clkdlybuf4s50_1 > inv_1 > ha_1 > o21ba_2 > or4_1 > a21oi_1 > o211ai_1 > a31oi_1 > xnor2_1 > o22ai_1 > or4_1 > or4_1 > nor4_1 > nand2_1 > clkdlybuf4s50_1
Routed WL = 20.2 mm
Power Total = 166 uW
Post-layout util = 0.381
WP data required = 16.80 ns
Final Hold Violating Endpoints = 0
VDD IR max = 9.60 uV
Pre-CTS WS = 8.07 ns
Antenna Violating Nets Remaining = 0
Final min period = 12.91 ns
Drt initial violations = 465
IO buf count = 101
PwrDens = 26.0 mW/mm^2
Worst hold slack = 9.58 ns
Initial antenna violation count = 0
CP peak stage delay = 0.57 ns
Core area = 0.0168 sq mm
Avg Inst Size Synth = 6.47 sq um
Full die area = 0.0179 sq mm
Layout area overhead = 22.2%
Synth top cells by count = ha_1 (102), inv_1 (96), a21oi_1 (74)
Leakage = 2.79 nW
Top-count cell post-synth = ha_1
DR WL/cell = 18.5 microns
Worst-Margin Slew = 0.777 ns
DIE WIDTH = 134 microns
1st-pass router iterations = 5
Ant diodes = 0
Vias per cell = 5.64
DRC violations left = 0
Critical path fanouts, max = 4
Capturing element type of the critical path = output port
Finish-stage setup viols = 0
Part of the cycle the worst path needs = 0.615
Cells after Synth = 806
Flops = 0
GP Congestion = 0.979
Synth cell types = 73
Row Count = 47
Worst slew margin = 0.478
Register area = 0 sq um
Layout cells sized above 1 = 0.0264
Setup repair bufs after CTS = 0
Worst setup margin = 8.09 ns
Post-synth seq share = 0
RSZ-0062 raised after global routing = no
Post-DP HPWL = 16.4 mm
Top cells by area = ha_1 (24%), a21oi_1 (7.1%), inv_1 (6.9%)
Crit-path slowest cell = clkdlybuf4s50_1
Yosys warning count = 0
# clk buffers = 0
Most numerous cell on the critical path = or4_1
First-pass GRT wire length = 31.8 mm
HP Class = in -> out
[kinds of logic after synthesis]
| kind of cell | after synthesis | synth area share |
|---|---|---|
| multiplexers | 7 | 0.0137 |
| buffers and inverters | 140 | 0.104 |
| XOR/XNOR | 22 | 0.0369 |
| AND/OR/NAND/NOR | 250 | 0.235 |
| AND-OR/OR-AND | 283 | 0.358 |
| adder cells (fa/ha/maj) | 104 | 0.252 |
[cell usage in the layout, fill, tap and decap left out, types with 4 or more instances in the layout]
cell type	instances
and2_1	4
nand4_1	9
nor4_1	11
nor2b_1	14
o22ai_1	12
xor2_1	5
a21oi_1	74
a41oi_1	4
buf_4	7
inv_1	96
ha_1	102
nand3_1	21
o211ai_1	14
o21bai_1	10
a311oi_1	6
nand2_1	68
clkdlybuf4s50_1	100
or4_1	4
a211o_1	5
nand2b_1	8
o21ai_1	4
a21o_1	8
xnor2_1	17
mux2i_1	6
o31ai_1	11
or3_1	8
a311o_1	5
a31oi_1	11
a211oi_1	18
a22oi_1	4
nor2_1	66
and3_1	4
a32oi_1	4
o21ai_0	55
a221oi_1	5
nor3_1	16
[per-stage QoR]
| stage | cell area, sq um | cells |
|---|---|---|
| 4_1_cts | 6380 | 1091 |
| 2_1_floorplan | 5220 | 806 |
| 6_report | 6380 | 1091 |
| 3_3_place_gp | 6380 | 1091 |
| 5_1_grt | 6380 | 1091 |
| 3_5_place_dp | 6380 | 1091 |
[where the power goes]
group / total [mW] / internal (mW) / switching [mW]
Combinational: 0.166 / 0.0679 / 0.0976
Sequential: 0 / 0 / 0
Clock: 0 / 0 / 0
Total: 0.166 / 0.0679 / 0.0976
[final cells by class]
cell class	instances	area, sq um
fillers	1830	10400
multi-input cells	666	4680
repair buffers	108	1060
inverters	97	364
well taps	220	275
[routing by layer]
metal,vias to the layer above,GRT usage,share of wire
met4,0,0.0436,0.023
li1,3041,-,-
met2,262,0.366,0.45
met1,2810,0.329,0.46
met5,-,0,0
met3,44,0.0193,0.069
[path summary, 6_finish.rpt]
path	from	endpoint	slack (ns)	cells after the start
setup / recovery	A[1]	Zero	8.09	15
hold / removal	ALUCtrl[2]	ALUResult[9]	9.58	5
[critical path: cells and delay by family]
family | cells | cell delay (ns)
and+or+nand+nor | 5 | 1.84
AOI/OAI and AO/OA | 5 | 1.13
buffers and inverters | 3 | 1.10
xor gates and xnor gates | 1 | 0.14
adders and majority gates | 1 | 0.32
No activity file was given, so power comes from the tool's default toggle rates.
