$ cat ./config.mk
export PLATFORM = sky130hd
export DESIGN_NAME = Registers
export DESIGN_NICKNAME = Registers
export VERILOG_FILES = /design/flow/design.v
export SDC_FILE = /design/flow/constraint.sdc
export NUM_CORES = 4
export LEC_CHECK = 1
export CORE_UTILIZATION = 30
export SYNTH_HDL_FRONTEND = slang
$ cat ./constraint.sdc
current_design Registers

set clk_period 8.5
set clk_io_pct 0.2

create_clock -name clk0 -period $clk_period [get_ports {clk}]

set non_clock_inputs [all_inputs -no_clocks]
set_input_delay [expr $clk_period * $clk_io_pct] -clock clk0 $non_clock_inputs
set_output_delay [expr $clk_period * $clk_io_pct] -clock clk0 [all_outputs]
$ cat ./design.v
module Registers(clk, ReadReg1, ReadReg2, WriteReg, WriteData, ReadData1, ReadData2, RegWrite);
input clk, RegWrite;
input [4:0] ReadReg1;
input [4:0] ReadReg2;
input [4:0] WriteReg;
input [31:0] WriteData;
output [31:0] ReadData1;
output [31:0] ReadData2;
reg [31:0] Register[31:0];
integer i = 0;	
assign ReadData1 = Register[ReadReg1];
assign ReadData2 = Register[ReadReg2];
initial begin
    for (i = 0; i < 32; i = i + 1) begin
        Register[i] = i;  
    end
end
always @(posedge clk)begin
	if(RegWrite)  
		Register[WriteReg] <= WriteData;  
end
endmodule
$ cat ./run.sh
#!/bin/bash
# OpenROAD 26Q1-2900-gdf79404cd8, Yosys 0.63+post, stock flow scripts
make -C /OpenROAD-flow-scripts/flow DESIGN_CONFIG=/design/flow/config.mk WORK_HOME=/design/flow/orfs finish
==> notes.md <==
fresh numbers from the pnr run: max capacitance violation total 0, CTS tree built, Post-CTS Resized 0, DIE HEIGHT 405.3 µm, Switch Pwr approximately 2.6 mW, Int Pwr roughly 8.5 mW, WS Path Type in -> out, Cell Area, Synth 0.04879 mm², Port-buffer cells roughly 110, setup_tns 0 ps, max FFs per register about 1000, PwrDens just under 200 mW/mm², drt first-iter violations ~2100, width of the die about 400 µm, vias 31020, Congestion Overflow GR 0, Critical Path End Type output pin, H-tree lvl count 3, Yosys warnings 0, Post-CTS Hold Fix Bufs 0, Worst Tran Pin Value approximately 960 ps, unrepaired setup endpoints after global routing no, Tmin final approximately 6600 ps, Final GP Congestion 0.8699, Tcrit/Tclk final 0.7722, cell taking the most area after synthesis edfxtp_1, Cell Chain, Critical Path clkdlybuf4s50_1, nor2_4, buf_4, buf_4, a22oi_1, a31oi_1, nand3_1, clkdlybuf4s50_1, cts bufs inserted just over 100, Biggest register Register, postcts setup bufs 0, Yosys Instances about 3400, Leak around 20 nW, Die ar. 0.1642 mm², detailed-route DRC error count 0, Fill cells 15183, hpwl dp 86250 µm, most numerous logic cells after layout edfxtp_1 (1024), mux2i_1 (1024), nand3_1 (194), Max stage delay on crit path ~550 ps, Ports approximately 110, Synth flops between 1000 and 1500, Rows ~150, Seq share, synth 0.6303, Final Max Tran Viols 0, clock network power share 0.397, comb. cell area around 0.017 mm², number of global-route vias before repair between 30000 and 40000, Avg Cell Area, Syn 14.41 µm², largest fanout on the critical path 36, Tot GR Track Use 0.1992, global-route wire length before repair roughly 220000 µm, Core ar. approximately 0.16 mm², Critical Path Start Type input pin, endpoints failing hold 0, relative slew slack 0.3568, Flop pwr share 0.509, switching part of the total 0.2365, clk root buf clkbuf_16, Top cells by area edfxtp_1 (63%), mux2i_1 (21%), a22oi_1 (3.0%), Critical Path AT a little under 5000 ps, routed length per placed instance around 27 µm, tool warnings 26, Peak VDD IR about 0.00014 V, Post-Synthesis Cells between 3000 and 4000, clock sink count between 1000 and 1500, Max clock buf depth 3, Ant. Diodes 0, data required time of the worst path 6800 ps, clk slew on worst S/H paths around 60 ps, Yosys Chip Area 0.04879 mm², Fin Hold WS 1810 ps, Reg area 0.03075 mm², Final Setup Violations 0, Post-DRT Antenna Nets 0, area grow syn2layout 14.25%, Max Fclk roughly 150 MHz, floorplan utilization 0.3032, biggest registers after layout Register: 1024 flops, DR pass1 iterations 7, outcome finished clean, routed wire length 156100 µm, largest net degree at the start of global routing between 90 and 100, antenna violations before repair 9, share of layout cells above drive strength 1 0.09147, Area leader share 0.6303, Vias/cell roughly 5.4, distinct lib cells 23, Crit-path slowest cell clkdlybuf4s50_1, Tightest Hold Check Type in -> reg, Logic pwr share 0.094
logic make-up (layout without fill, tap and decap cells):
kind of cell | count (synthesis) | in the layout | share of synthesized area
mux | 1024 | 1024 | 0.2101
flops | 1024 | 1024 | 0.6303
compound gates | 576 | 576 | 0.08042
simple gates | 509 | 509 | 0.04714
buf+inv | 253 | 431 | 0.03211
Yosys cell counts:
cell,count
a21oi_1,192
a22o_1,128
a22oi_1,192
a31oi_1,64
and2_1,2
buf_1,1
buf_2,70
buf_4,47
buf_6,45
clkbuf_1,86
clkbuf_4,4
edfxtp_1,1024
mux2i_1,1024
nand2_1,195
nand2b_1,4
nand3_1,194
nand3b_1,5
nor2_1,35
nor2b_1,4
nor3_1,64
or2_2,2
or3_1,1
or3b_2,3
power by group through the flow:
| stage | Clock, mW | Sequential, mW | Combinational [mW] |
|---|---|---|---|
| 4_1_cts | 4.47 | 5.64 | 1.04 |
| 6_report | 4.40 | 5.64 | 1.04 |
| 5_1_grt | 4.64 | 5.65 | 1.11 |
final timing paths:
| kind | startpoint | to | slack (ps) | cells past startpoint |
|---|---|---|---|---|
| max | ReadReg2[2] | ReadData2[6] | 1940 | 8 |
| min | WriteData[3] | Register[26][3] | 1810 | 2 |
metal layers:
layer  global-route usage  wire, µm
met5              0.01130       303
met3               0.1138     21450
met1               0.2365     55410
met2               0.3098     73430
met4              0.05948      5514
layout make-up:
cell class | count | area share
Clock buffer | 121 | 0.04707
Timing Repair Buffer | 242 | 0.04117
Tap cell | 2160 | 0.04848
Multi-Input combinational cell | 2109 | 0.3010
Clock inverter | 68 | 0.01064
Sequential cell | 1024 | 0.5516
metrics by stage:
step                      cells  setup WS (ps)  power, mW  utilization  instance area, µm²
after floorplan            3386           4041      6.326            -               48790
after global placement     5535           1953      6.781       0.3264               52530
after detailed placement   5535           1921      6.783       0.3264               52530
after CTS                  5724           1917      11.15       0.3464               55740
after global routing       5724           1863      11.39       0.3464               55740
final                      5724           1937      11.08       0.3464               55740
critical path: cells and delay by family:
family                 cells  cell delay, ps
AOI/OAI and AO/OA          2             650
and+or+nand+nor            2             380
buffers and inverters      4            2090
No activity file was given, so power comes from the tool's default toggle rates.
