==> design.v <==
module Data_Mem(clk, Addr_in, WriteData, ReadData, MemWrite, MemRead);
input clk, MemWrite, MemRead;
input [31:0] Addr_in, WriteData;
output [31:0] ReadData;
reg [31:0] Memory [31:0];
integer i;
initial begin
    for (i = 0; i < 32; i = i + 1) begin
        Memory[i] = i;  
    end
end
always @(posedge clk)
	if(MemWrite)
		Memory[Addr_in[6:2]] <= WriteData;  
	else
		Memory[Addr_in[6:2]] <= Memory[Addr_in[6:2]];
assign ReadData = (MemRead)? Memory[Addr_in[6:2]] : 32'd0;
endmodule
==> run.sh <==
#!/bin/bash
# OpenROAD 26Q1-2900-gdf79404cd8, Yosys 0.63+post, stock flow scripts
make -C /OpenROAD-flow-scripts/flow DESIGN_CONFIG=/design/flow/config.mk WORK_HOME=/design/flow/orfs finish
==> config.mk <==
export PLATFORM = sky130hd
export DESIGN_NAME = Data_Mem
export DESIGN_NICKNAME = Data_Mem
export VERILOG_FILES = /design/flow/design.v
export SDC_FILE = /design/flow/constraint.sdc
export NUM_CORES = 4
export LEC_CHECK = 1
export CORE_UTILIZATION = 30
export SYNTH_HDL_FRONTEND = slang
==> constraint.sdc <==
current_design Data_Mem

set clk_period 6.0
set clk_io_pct 0.2

create_clock -name clk0 -period $clk_period [get_ports {clk}]

set non_clock_inputs [all_inputs -no_clocks]
set_input_delay [expr $clk_period * $clk_io_pct] -clock clk0 $non_clock_inputs
set_output_delay [expr $clk_period * $clk_io_pct] -clock clk0 [all_outputs]
==> results.cfg <==
; yosys + openroad results
[clocking]
cts_setup_buffers = 0
cts_buffer_depth = 3
cts_root_buf = clkbuf_16
clk_pin_slew_ns = 0.06
htree_num_levels = 3
cts.sinks = 1024
cts_hold_buf = 0
clk_latency_ns = 0.67
cts_buffers = 99
cts_tree = yes

[yosys]
ys_cells = 2151
area_leaders = edfxtp_1 78%, mux2i_1 13%, o22ai_1 3.8%
syn_inst = 2151
top_cell = edfxtp_1
ys_types = 28
syn-cell-area_um2 = 39650
ys.flops = 1024
ys.flop_type = edfxtp_1
syn_area_per_cell_um2 = 18.43
yosys-top-cells-count = 1024 x edfxtp_1, 512 x mux2i_1, 241 x o22ai_1
yosys_area_um2 = 39650
largest_area_cell = edfxtp_1
yosysSeqAreaShare_pct = 77.56
yosys_warnings = 0
synth-edff-count = 1024
async_reset_ff_share_pct = 0
top_cell_area_share_pct = 77.56

[placement]
gp_congestion = 0.8429
dpl_cell_area_um2 = 43760
dp.cells = 4010
io_buffers = 71
hpwl_um = 59830

[drt]
drtIter0Drc = 1183
wirelength_um = 102700
drc = 0
vias_per_cell = 5.003
vias = 20970
drt_pass1_iterations = 5
wl_per_cell_um = 24.51
ant_nets = 0

[timing]
clock.fmax_ghz = 0.1731
grt_setup_unrepaired = false
finalMaxSlewViolations = 0
setup_tns_ns = 0
fin_crit_ns = 5.777
setup_viol = 0
finalClockPeriodUsage_pct = 96.28
fin_worst_skew_ns = 0.02601
tightestPinTransition_ns = 0.9701
slew_headroom_pct = 35.17
hold_viol_final = 0

[global_routing]
antenna_found_initial = 4
grt_pass1_wl_um = 147800
grt.total_usage_pct = 16.49
grt_pass1_vias = 22480
grt_max_degree = 68
globalRoute.totalOverflow = 0

[hold_path]
hp-start = Memory[1][22]
holdPathStages = 4
hold_class = register to register
min_to = Memory[6][22]

[run]
warnings = 53
max_cap_violations = 0

[setup_path]
cp-end-kind = output pin
crit_required_ns = 4.80
slowest_delay_ns = 0.85
reg2reg_to = Memory[18][4]
crit_chain = clkdlybuf4s50_1 > or4b_2 > buf_12 > o22ai_1 > nor4_1 > buf_4 > a21boi_1 > clkdlybuf4s50_1
criticalPathCategory = primary input to output pin
crit_path_start_kind = primary input
worstPathArrival_ns = 4.58
r2r-start = Memory[14][4]
cp_max_fo = 25
reg2reg_depth = 6
critPathSlowestCell = or4b_2
cp_common_cell = clkdlybuf4s50_1
ff2ff_setup_slack_ns = 3.72

[final_layout]
largest_reg_flops = 1024
final_cells = 4191
layout-drive-gt1-share_pct = 16.89
final_cell_area_um2 = 47020
syn_to_final_growth_pct = 18.59
nFillCells = 11770

[power]
pwr_density_cell_nw_per_um2 = 326.1
p_leak_nw = 15.81
ir_drop_uv = 201.8

[floorplan]
die_y_um = 365.5
fp.dieW_um = 365.5
fp_util_pct = 30.20
num_rows = 133
core-area_um2 = 131300
die-area_um2 = 133600
pin_count = 99

[run_status]
status = finished, final reports clean
placed cells by master (no fill, tap or decap), drive strengths merged:
cell type,n
clkinvlp,7
nand3,1
mux2i,512
nand4b,4
or4b,4
nand4bb,6
nor4,64
or3,1
nand2b,2
o22ai,256
clkdlybuf4s50,70
clkinv,34
nor2,61
inv,4
bufinv,13
or4,1
a31oi,32
buf,171
diode,2
nand3b,2
nand4,1
clkbuf,122
a21boi,32
nand2,3
or3b,2
nor3,4
edfxtp,1024
or2,1
power breakdown:
part           switching [mW]  internal (mW)
registers              0.0193           8.12
clock network            2.55           3.64
logic                   0.661          0.339
kinds of logic after synthesis:
kind of cell	share of synthesized area (%)
buf+inv	1.890
flops	77.56
compound gates	5.387
simple gates	2.237
mux	12.93
timing repair:
item | in CTS | in global routing
setup endpoints to repair | 0 | 1
hold endpoints to repair | 0 | 0
resized | 0 | 1
cell type report:
| type | count | area (um2) | share of cell area [%] |
|---|---|---|---|
| well taps | 1755 | 2196 | 4.670 |
| diodes | 2 | 5.005 | 0.01064 |
| clock buffers | 122 | 2606 | 5.543 |
| multi-input cells | 989 | 8645 | 18.39 |
| flip-flops and latches | 1024 | 30750 | 65.40 |
| clock inverters | 57 | 645.6 | 1.373 |
| repair buffers | 241 | 2167 | 4.609 |
| inverters | 1 | 5.005 | 0.01064 |
critical path, delay by kind of cell:
family          cells  cell delay [ns]
buf+inv             4             1.68
compound gates      2             0.72
simple gates        2             0.96
routing by layer:
metal  track usage [%]  up-vias  routed length, um
met3             16.63      147              22170
met1             16.69    10130              32630
li1                  -     9216                  -
met4             2.806       11               2008
met2             23.90     1459              45620
met5             1.670        -                305
through the flow:
step                total power, mW  utilization (%)  hold slack [ns]  worst slack, ns
finish                        15.33            35.81            1.092           0.2234
global placement              9.260            33.33           0.9941           0.1840
detailed placement            9.291            33.33            1.057           0.2121
floorplan                     8.818                -            1.485            1.063
global route                  15.81            35.81            1.139          0.04655
CTS                           15.43            35.80            1.079           0.2041
how the worst max path moves through the flow:
stage | startpoint | depth (start not counted) | end | slack (ns)
4_1_cts | Addr_in[2] | 8 | ReadData[14] | 0.20
5_1_grt | Addr_in[4] | 8 | ReadData[14] | 0.05
6_report | Addr_in[2] | 8 | ReadData[14] | 0.22
Power is estimated from default activity; no workload was simulated.
